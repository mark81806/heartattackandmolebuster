`/design/flow/design.v`:
```
module MoleBuster(game_mode,clk,rst,keypad_row,keypad_col,dot_row,dot_col,score);
	input clk,rst;
	input game_mode;
	output [3:0] keypad_row;
	input [3:0] keypad_col;
	output reg [7:0] dot_row,dot_col;
	output wire [6:0] score;
	reg [31:0] cnt_div,cnt_dot;
	reg [7:0] dot_col_buf[0:7];
	wire [4:0] keypad_buf;
	reg [2:0] row_count;
	reg [3:0] score_count = 4'd0;
	wire clk_div, clk_dot, clk_spn;  
	clk_divide div(.clk(clk), .rst(rst), .div_clk(clk_div), .frequency(32'd250000));
	clk_divide dot(.clk(clk), .rst(rst), .div_clk(clk_dot), .frequency(32'd5000));
	clk_divide spn(.clk(clk), .rst(rst), .div_clk(clk_spn), .frequency(32'd25000000));
	BCD scr(.in(cur2), .out(score), .game_mode(game_mode));
	checkkeypad keypad_detect(game_mode,clk,rst,keypad_row,keypad_col,keypad_buf);
	reg [7:0] rnd_seq;
	reg [7:0] rnd_num;
	always @(rnd_seq) begin
		rnd_num = (rnd_seq[6:3] * rnd_seq[4:1]);
		rnd_num[3:0] = {rnd_seq[7], rnd_num[3], rnd_num[5], rnd_seq[0]};
	end
	always @(posedge clk_spn or negedge rst) begin		
	if (~rst)
		rnd_seq <= 8'd1; 
	else if (game_mode!=1)
		rnd_seq <= 8'd1; 
	else
		rnd_seq <= {rnd_seq[6:0], rnd_seq[7] ^ rnd_seq[5] ^ rnd_seq[4] ^ rnd_seq[3]};
	end
	integer it;
	always@ (posedge clk_dot or negedge rst)
	begin
		if (~rst)
		begin
			dot_row <= 8'd0;
			dot_col <= 8'd0;
			row_count <= 3'd0;
		end
		else if (game_mode!=1)
		begin
			dot_row <= 8'd0;
			dot_col <= 8'd0;
			row_count <= 3'd0;
		end
		else
		begin
		    row_count <= row_count + 4'd1;
		    dot_col <= dot_col_buf[row_count];
		    case (row_count)
				3'd0: dot_row <= 8'b01111111;
				3'd1: dot_row <= 8'b10111111;
				3'd2: dot_row <= 8'b11011111;
				3'd3: dot_row <= 8'b11101111;
				3'd4: dot_row <= 8'b11110111;
				3'd5: dot_row <= 8'b11111011;
				3'd6: dot_row <= 8'b11111101;
				3'd7: dot_row <= 8'b11111110;
			endcase
		end
	end
	reg [15:0] signal;
	reg [31:0] count [15:0];
	reg [3:0] cur2;
	reg [3:0] nxt;
	always@(*)begin
		case(cur2)
			0:nxt=1;
			1:nxt=2;
			2:nxt=3;
			3:nxt=4;
			4:nxt=5;
			5:nxt=6;
			6:nxt=7;
			7:nxt=8;
			8:nxt=9;
			9:nxt=0;
			default:nxt=0;
		endcase
	end
	always@(posedge clk_div or negedge rst)
	begin
		if (~rst)
		begin
			cur2<=0;
			dot_col_buf[0] <= 8'd0;
			dot_col_buf[1] <= 8'd0;
			dot_col_buf[2] <= 8'd0;
			dot_col_buf[3] <= 8'd0;
			dot_col_buf[4] <= 8'd0;
			dot_col_buf[5] <= 8'd0;
			dot_col_buf[6] <= 8'd0;
			dot_col_buf[7] <= 8'd0;
		end
		else if (game_mode!=1)
		begin
			cur2<=0;
			dot_col_buf[0] <= 8'd0;
			dot_col_buf[1] <= 8'd0;
			dot_col_buf[2] <= 8'd0;
			dot_col_buf[3] <= 8'd0;
			dot_col_buf[4] <= 8'd0;
			dot_col_buf[5] <= 8'd0;
			dot_col_buf[6] <= 8'd0;
			dot_col_buf[7] <= 8'd0;
		end
		else
		begin
			case(rnd_num[5:2])
				4'hf:begin
					signal[0]<=1'b1;
					dot_col_buf[0]<=8'b11000000|dot_col_buf[0];
					dot_col_buf[1]<=8'b11000000|dot_col_buf[1];
				end
				4'he:begin
					signal[1]<=1'b1;
					dot_col_buf[0]<=8'b00110000|dot_col_buf[0];
					dot_col_buf[1]<=8'b00110000|dot_col_buf[1];
				end
				4'hd:begin
					signal[2]<=1'b1;
					dot_col_buf[0]<=8'b00001100|dot_col_buf[0];
					dot_col_buf[1]<=8'b00001100|dot_col_buf[1];
				end
				4'hc:begin
					signal[3]<=1'b1;
					dot_col_buf[0]<=8'b00000011|dot_col_buf[0];
					dot_col_buf[1]<=8'b00000011|dot_col_buf[1];
				end
				4'hb:begin
					signal[4]<=1'b1;
					dot_col_buf[2]<=8'b11000000|dot_col_buf[2];
					dot_col_buf[3]<=8'b11000000|dot_col_buf[3];
				end
				4'h3:begin
					signal[5]<=1'b1;
					dot_col_buf[2]<=8'b00110000|dot_col_buf[2];
					dot_col_buf[3]<=8'b00110000|dot_col_buf[3];
				end
				4'h6:begin
					signal[6]<=1'b1;
					dot_col_buf[2]<=8'b00001100|dot_col_buf[2];
					dot_col_buf[3]<=8'b00001100|dot_col_buf[3];
				end
				4'h9:begin
					signal[7]<=1'b1;
					dot_col_buf[2]<=8'b00000011|dot_col_buf[2];
					dot_col_buf[3]<=8'b00000011|dot_col_buf[3];
				end
				4'ha:begin
					signal[8]<=1'b1;
					dot_col_buf[4]<=8'b11000000|dot_col_buf[4];
					dot_col_buf[5]<=8'b11000000|dot_col_buf[5];
				end
				4'h2:begin
					signal[9]<=1'b1;
					dot_col_buf[4]<=8'b00110000|dot_col_buf[4];
					dot_col_buf[5]<=8'b00110000|dot_col_buf[5];
				end
				4'h5:begin
					signal[10]<=1'b1;
					dot_col_buf[4]<=8'b00001100|dot_col_buf[4];
					dot_col_buf[5]<=8'b00001100|dot_col_buf[5];
				end
				4'h8:begin
					signal[11]<=1'b1;
					dot_col_buf[4]<=8'b00000011|dot_col_buf[4];
					dot_col_buf[5]<=8'b00000011|dot_col_buf[5];
				end
				4'h0:begin
					signal[12]<=1'b1;
					dot_col_buf[6]<=8'b11000000|dot_col_buf[6];
					dot_col_buf[7]<=8'b11000000|dot_col_buf[7];
				end
				4'h1:begin
					signal[13]<=1'b1;
					dot_col_buf[6]<=8'b00110000|dot_col_buf[6];
					dot_col_buf[7]<=8'b00110000|dot_col_buf[7];
				end
				4'h4:begin
					signal[14]<=1'b1;
					dot_col_buf[6]<=8'b00001100|dot_col_buf[6];
					dot_col_buf[7]<=8'b00001100|dot_col_buf[7];
				end
				4'h7:begin
					signal[15]<=1'b1;
					dot_col_buf[6]<=8'b00000011|dot_col_buf[6];
					dot_col_buf[7]<=8'b00000011|dot_col_buf[7];
				end
			endcase
			case(keypad_buf)
				5'hf:begin
					if(dot_col_buf[0][6])
						cur2 <= nxt;
					dot_col_buf[0]<=8'b00111111&dot_col_buf[0];
					dot_col_buf[1]<=8'b00111111&dot_col_buf[1];
				end
				5'he:begin
					if(dot_col_buf[0][4])
						cur2 <= nxt;
					dot_col_buf[0]<=8'b11001111&dot_col_buf[0];
					dot_col_buf[1]<=8'b11001111&dot_col_buf[1];
				end
				5'hd:begin
					if(dot_col_buf[0][2])
						cur2 <= nxt;
					dot_col_buf[0]<=8'b11110011&dot_col_buf[0];
					dot_col_buf[1]<=8'b11110011&dot_col_buf[1];
				end
				5'hc:begin
					if(dot_col_buf[0][0])
						cur2 <= nxt;
					dot_col_buf[0]<=8'b11111100&dot_col_buf[0];
					dot_col_buf[1]<=8'b11111100&dot_col_buf[1];
				end
				5'hb:begin
					if(dot_col_buf[2][6])
						cur2 <= nxt;
					dot_col_buf[2]<=8'b00111111&dot_col_buf[2];
					dot_col_buf[3]<=8'b00111111&dot_col_buf[3];
				end
				5'h3:begin
					if(dot_col_buf[2][4])
						cur2 <= nxt;
					dot_col_buf[2]<=8'b11001111&dot_col_buf[2];
					dot_col_buf[3]<=8'b11001111&dot_col_buf[3];
				end
				5'h6:begin
					if(dot_col_buf[2][2])
						cur2 <= nxt;
					dot_col_buf[2]<=8'b11110011&dot_col_buf[2];
					dot_col_buf[3]<=8'b11110011&dot_col_buf[3];
				end
				5'h9:begin
				if(dot_col_buf[2][0])
						cur2 <= nxt;
					dot_col_buf[2]<=8'b11111100&dot_col_buf[2];
					dot_col_buf[3]<=8'b11111100&dot_col_buf[3];
				end
				5'ha:begin
				if(dot_col_buf[4][6])
						cur2 <= nxt;
					dot_col_buf[4]<=8'b00111111&dot_col_buf[4];
					dot_col_buf[5]<=8'b00111111&dot_col_buf[5];
				end
				5'h2:begin
				if(dot_col_buf[4][4])
						cur2 <= nxt;
					dot_col_buf[4]<=8'b11001111&dot_col_buf[4];
					dot_col_buf[5]<=8'b11001111&dot_col_buf[5];
				end
				5'h5:begin
				if(dot_col_buf[4][2])
						cur2 <= nxt;
					dot_col_buf[4]<=8'b11110011&dot_col_buf[4];
					dot_col_buf[5]<=8'b11110011&dot_col_buf[5];
				end
				5'h8:begin
					if(dot_col_buf[4][0])
						cur2 <= nxt;
					dot_col_buf[4]<=8'b11111100&dot_col_buf[4];
					dot_col_buf[5]<=8'b11111100&dot_col_buf[5];
				end
				5'h0:begin
				if(dot_col_buf[6][6])
						cur2 <= nxt;
					dot_col_buf[6]<=8'b00111111&dot_col_buf[6];
					dot_col_buf[7]<=8'b00111111&dot_col_buf[7];
				end
				5'h1:begin
				if(dot_col_buf[6][4])
						cur2 <= nxt;
					dot_col_buf[6]<=8'b11001111&dot_col_buf[6];
					dot_col_buf[7]<=8'b11001111&dot_col_buf[7];
				end
				5'h4:begin
				if(dot_col_buf[6][2])
						cur2 <= nxt;
					dot_col_buf[6]<=8'b11110011&dot_col_buf[6];
					dot_col_buf[7]<=8'b11110011&dot_col_buf[7];
				end
				5'h7:begin
				if(dot_col_buf[6][0])
						cur2 <= nxt;
					dot_col_buf[6]<=8'b11111100&dot_col_buf[6];
					dot_col_buf[7]<=8'b11111100&dot_col_buf[7];
				end
			endcase
			for(it=0;it<16;it=it+1) begin
				if(signal[it]==1'b1) begin
					if(count[it]==32'd500) begin
						count[it]<=32'd0;
						case(it)
							0:begin
								signal[0]<=1'b0;
								dot_col_buf[0]<=8'b00111111&dot_col_buf[0];
								dot_col_buf[1]<=8'b00111111&dot_col_buf[1];
							end
							1:begin
								signal[1]<=1'b0;
								dot_col_buf[0]<=8'b11001111&dot_col_buf[0];
								dot_col_buf[1]<=8'b11001111&dot_col_buf[1];
							end
							2:begin
								signal[2]<=1'b0;
								dot_col_buf[0]<=8'b11110011&dot_col_buf[0];
								dot_col_buf[1]<=8'b11110011&dot_col_buf[1];
							end
							3:begin
								signal[3]<=1'b0;
								dot_col_buf[0]<=8'b11111100&dot_col_buf[0];
								dot_col_buf[1]<=8'b11111100&dot_col_buf[1];
							end
							4:begin
								signal[4]<=1'b0;
								dot_col_buf[2]<=8'b00111111&dot_col_buf[2];
								dot_col_buf[3]<=8'b00111111&dot_col_buf[3];
							end
							5:begin
								signal[5]<=1'b0;
								dot_col_buf[2]<=8'b11001111&dot_col_buf[2];
								dot_col_buf[3]<=8'b11001111&dot_col_buf[3];
							end
							6:begin
								signal[6]<=1'b0;
								dot_col_buf[2]<=8'b11110011&dot_col_buf[2];
								dot_col_buf[3]<=8'b11110011&dot_col_buf[3];
							end
							7:begin
								signal[7]<=1'b0;
								dot_col_buf[2]<=8'b11111100&dot_col_buf[2];
								dot_col_buf[3]<=8'b11111100&dot_col_buf[3];
							end
							8:begin
								signal[8]<=1'b0;
								dot_col_buf[4]<=8'b00111111&dot_col_buf[4];
								dot_col_buf[5]<=8'b00111111&dot_col_buf[5];
							end
							9:begin
								signal[9]<=1'b0;
								dot_col_buf[4]<=8'b11001111&dot_col_buf[4];
								dot_col_buf[5]<=8'b11001111&dot_col_buf[5];
							end
							10:begin
								signal[10]<=1'b0;
								dot_col_buf[4]<=8'b11110011&dot_col_buf[4];
								dot_col_buf[5]<=8'b11110011&dot_col_buf[5];
							end
							11:begin
								signal[11]<=1'b0;
								dot_col_buf[4]<=8'b11111100&dot_col_buf[4];
								dot_col_buf[5]<=8'b11111100&dot_col_buf[5];
							end
							12:begin
								signal[12]<=1'b0;
								dot_col_buf[6]<=8'b00111111&dot_col_buf[6];
								dot_col_buf[7]<=8'b00111111&dot_col_buf[7];
							end
							13:begin
								signal[13]<=1'b0;
								dot_col_buf[6]<=8'b11001111&dot_col_buf[6];
								dot_col_buf[7]<=8'b11001111&dot_col_buf[7];
							end
							14:begin
								signal[14]<=1'b0;
								dot_col_buf[6]<=8'b11110011&dot_col_buf[6];
								dot_col_buf[7]<=8'b11110011&dot_col_buf[7];
							end
							15:begin
								signal[15]<=1'b0;
								dot_col_buf[6]<=8'b11111100&dot_col_buf[6];
								dot_col_buf[7]<=8'b11111100&dot_col_buf[7];
							end
						endcase
					end	
					else begin
						count[it] <= count[it] + 32'd1;
					end
				end
				else begin end
			end
		end
	end
endmodule
module checkkeypad (game_mode,clk,rst,keypadRow,keypadCol,keypadBuf);   
	input clk,rst;
	input game_mode;
	input [3:0]keypadCol;
	output reg[3:0]keypadRow;
	output reg [4:0]keypadBuf;
	reg [31:0]keypadDelay;
	always @(posedge clk or negedge rst)
	begin 
		if (!rst)
		begin
			keypadRow <= 4'b1110;
			keypadBuf <= 5'b11111;
			keypadDelay <= 31'd0;
		end
		else if (game_mode!=1)
		begin
			keypadRow <= 4'b1110;
			keypadBuf <= 5'b11111;
			keypadDelay <= 31'd0;
		end
		else
		begin
			if (keypadDelay == 32'd250000) 
			begin 
				keypadDelay <= 31'd0;
				case ({keypadRow, keypadCol})
					8'b1110_1110: keypadBuf <= 5'h7;
					8'b1110_1101: keypadBuf <= 5'h4;
					8'b1110_1011: keypadBuf <= 5'h1;
					8'b1110_0111: keypadBuf <= 5'h0;
					8'b1101_1110: keypadBuf <= 5'h8;
					8'b1101_1101: keypadBuf <= 5'h5;
					8'b1101_1011: keypadBuf <= 5'h2;
					8'b1101_0111: keypadBuf <= 5'ha;
					8'b1011_1110: keypadBuf <= 5'h9;
					8'b1011_1101: keypadBuf <= 5'h6;
					8'b1011_1011: keypadBuf <= 5'h3;
					8'b1011_0111: keypadBuf <= 5'hb;
					8'b0111_1110: keypadBuf <= 5'hc;
					8'b0111_1101: keypadBuf <= 5'hd;
					8'b0111_1011: keypadBuf <= 5'he;
					8'b0111_0111: keypadBuf <= 5'hf;
					default: keypadBuf <= keypadBuf;
				endcase
				case (keypadRow)
					4'b1110: keypadRow <= 4'b1101;
					4'b1101: keypadRow <= 4'b1011;
					4'b1011: keypadRow <= 4'b0111;
					4'b0111: keypadRow <= 4'b1110;
					default: keypadRow <= 4'b1110;
				endcase
			end
			else
				keypadDelay <= keypadDelay + 1'b1;
		end
	end
endmodule
module clk_divide(clk, rst, div_clk, frequency);
input clk, rst;
input [31:0] frequency;
output div_clk;
reg div_clk;
reg [31:0] count;
always@(posedge clk)
begin
	if(!rst)
	begin
		count <= 32'd0;
		div_clk <= 1'b0;
	end
	else
	begin
		if(count==frequency)
		begin
			count <= 32'd0;
			div_clk <= ~div_clk;
		end
		else
		begin
			count <= count + 32'd1;
		end
	end
end
endmodule
module BCD(in, out,game_mode);
input game_mode;
input [3:0] in;
output [6:0] out;
reg [6:0] out;
always@(in or game_mode)
	begin
		case(in)
			1:	out=7'b1111001;
			2:	out=7'b0100100;
			3:	out=7'b0110000;
			4:	out=7'b0011001;
			5:	out=7'b0010010;
			6:	out=7'b0000010;
			7:	out=7'b1111000;
			8:	out=7'b0000000;
			9:	out=7'b0010000;
			10:out=7'b0001000;
			11:out=7'b0000011;
			12:out=7'b1000110;
			13:out=7'b0100001;
			14:out=7'b0000110;
			15:out=7'b0001110;
			default:	begin
			case(game_mode) 
			0:out=7'b1111111;
			1:out=7'b1000000;
			endcase
			end
		endcase
	end
endmodule
```
`/design/flow/run.sh`:
```
#!/bin/bash
# OpenROAD 26Q1-2900-gdf79404cd8, Yosys 0.63+post, stock flow scripts
make -C /OpenROAD-flow-scripts/flow DESIGN_CONFIG=/design/flow/config.mk WORK_HOME=/design/flow/orfs finish
```
`/design/flow/constraint.sdc`:
```
current_design MoleBuster

set clk_period 13.3
set clk_io_pct 0.2

create_clock -name clk0 -period $clk_period [get_ports {clk}]

set non_clock_inputs [all_inputs -no_clocks]
set_input_delay [expr $clk_period * $clk_io_pct] -clock clk0 $non_clock_inputs
set_output_delay [expr $clk_period * $clk_io_pct] -clock clk0 [all_outputs]
```
`/design/flow/config.mk`:
```
export PLATFORM = sky130hd
export DESIGN_NAME = MoleBuster
export DESIGN_NICKNAME = MoleBuster
export VERILOG_FILES = /design/flow/design.v
export SDC_FILE = /design/flow/constraint.sdc
export NUM_CORES = 4
export LEC_CHECK = 1
export CORE_UTILIZATION = 50
```
==> flow_summary_export.csv <==
group,metric,value,unit
run_status,status,"finished clean",
drt,wire_per_inst,15.8,um
synth,async_reset_ff_frac,0.190,
synth,syn_inst,3616,
floorplanning,rows,102,
synth,synth-edff-count,528,
synth,syn_avg_cell_area,10.8,um2
timing,period_used_share,0.508,
power,irDropWorstVdd,0.101,mV
drt,dr.pass1.iters,5,
power,switching_share,0.282,
hold_path,min_path_type,"reg -> reg",
timing,tightest_slew,1.00,ns
drt,wl,74400,um
power,intPower,0.741,mW
synth,synth_cell_types,83,
critical_path,required,10.64,ns
clock_tree,htree_levels,4,
timing,max_freq,148,MHz
critical_path,start_kind,"input pin",
timing,setup_viol,0,
drt,antenna_left,0,
global_route,grt_pass1_wl,124000,um
power,fin_total_pwr,1.03,mW
clock_tree,cts.repair.resized,0,
power,combPwrFrac,0.063,
clock_tree,post-cts-setup-buffer-count,0,
power,seq_power_share,0.458,
floorplanning,core_area,0.0775,mm2
floorplanning,ios,34,
power,clkPwrFrac,0.479,
timing,period_needed,6.76,ns
drt,vias_per_cell,5.55,
floorplanning,fp_util,0.506,
critical_path,crit_chain,"buf_2 -> buf_4 -> inv_1 -> nand3_1 -> o211ai_1 -> clkdlybuf4s50_1",
global_route,overflow,0,
timing,relSlewSlack,0.326,
synth,seq_area_frac_synth,0.549,
timing,slew_violations,0,
global_route,met1_usage,0.353,
global_route,top_usage_layer,"met1",
drt,drt_iter0_drc,1571,
synth,ys_cells,3616,
timing,finClkSkew,0.0176,ns
flow_run,cap_violations,0,
clock_tree,root_buffer,"clkbuf_16",
drt,drcViolationCount,0,
clock_tree,cts.path.max_buffers,2,
placement,portBuffers,33,
placement,hpwlAfterDp,53800,um
flow_run,warnings,57,
timing,finalSetupTns,0,ns
critical_path,critPathCaptureType,"output port",
global_route,grtUsageMet3,0.0339,
timing,finalHoldViolCount,0,
timing,unclocked_pins,623,
critical_path,crit_type,"in -> out",
placement,gp_congestion,0.897,
synth,ys_ff,774,
finish,final_cell_mix,"edfxtp_1, nor2_1, xnor2_1",
global_route,grt_util_all_layers,0.203,
finish,layout_top_cell,"edfxtp_1",
clock_tree,clkLatencyLatePin,0.43,ns
synth,flop_cell,"edfxtp_1",
critical_path,slowest_delay,0.51,ns
clock_tree,path_clk_slew,0.08,ns
synth,ys_warn_count,6,
finish,drive_above_1_share,0.0450,
clock_tree,cts_tree,"yes",
critical_path,arrival,4.10,ns
global_route,use_met2,0.301,
power,power_switching,0.291,mW
floorplanning,dieArea,0.0795,mm2
finish,final_util,0.537,
global_route,grt_pass1_vias,24600,
global_route,grt_max_degree,189,
clock_tree,cts-hold-fix-buffers,0,
global_route,antenna_found_initial,0,
synth,ys_area,0.0392,mm2
critical_path,cp_max_fo,60,
floorplanning,fp.dieH,282,um
clock_tree,cts-buffers-inserted,17,
finish,area_delta_synth_final,6.14,%
power,power.leakage,14.5,nW
drt,vias,26100,
floorplanning,die_w,282,um
critical_path,cp_slowest_cell,"buf_4",
timing,rsz0062_at_grt,"no",
synth,syn-cell-area,0.0392,mm2
power,p_per_area,24.8,mW/mm2
timing,unconstrained_endpoints,1168,
-- through the flow --
stage | hold slack, ns | setup slack, ns | std cells | instance area [um2]
after floorplan | 0.437 | 5.24 | 3616 | 39200
after global placement | 0.453 | 6.56 | 4672 | 40900
after detailed placement | 0.462 | 6.54 | 4672 | 40900
after CTS | 0.483 | 6.52 | 4704 | 41600
after global routing | 0.501 | 6.37 | 4704 | 41600
final | 0.481 | 6.54 | 4705 | 41600
-- synth_stat cells, types with 42 or more instances --
master | instances | area [um2]
dfxtp_1 | 99 | 1980
nor2b_1 | 42 | 263
nand3_1 | 271 | 1360
xnor2_1 | 373 | 3270
ha_1 | 57 | 713
a21oi_1 | 61 | 305
inv_1 | 140 | 526
nor4_1 | 110 | 688
nor2_1 | 437 | 1640
and3_1 | 134 | 838
nand2_1 | 277 | 1040
xor2_1 | 227 | 1990
nor3_1 | 77 | 385
dfrtp_1 | 143 | 3580
nand4_1 | 128 | 801
and4_1 | 42 | 368
clkbuf_1 | 57 | 214
o21ai_0 | 54 | 270
edfxtp_1 | 528 | 15900
-- cell families (layout without fill, tap and decap cells) --
| logic type | Yosys count | count (layout) | share of synthesized area |
|---|---|---|---|
| AOI/OAI and AO/OA | 254 | 254 | 0.0451 |
| xor gates and xnor gates | 601 | 601 | 0.135 |
| adders and majority gates | 60 | 60 | 0.0197 |
| buffers and inverters | 210 | 258 | 0.0203 |
| DFF | 774 | 774 | 0.549 |
| muxes | 8 | 8 | 0.00224 |
| other | 0 | 1 | 0 |
| and+or+nand+nor | 1709 | 1709 | 0.228 |
-- layout make-up --
cell class,count,area [um2]
fill,6467,35900
sequential,774,21500
multi-input combinational,2632,16900
tap,1040,1300
timing repair buffer,85,729
inverter,141,529
clock buffer,17,425
clock inverter,15,198
antenna,1,2.50
-- power groups by stage --
stage	registers (mW)	logic, mW	clock network, mW
after CTS	0.472	0.0665	0.507
final	0.472	0.0651	0.495
after global routing	0.473	0.0738	0.526
-- layer usage --
layer  wire length (um)  vias up
met1              36300    12600
met3               3360       44
met5                  0        -
met2              33900      480
met4                801        0
li1                   -    13100
-- critical path: cells and delay by family --
family	cells	cell delay [ns]
compound gates	1	0.11
simple gates	1	0.19
buf+inv	4	1.13
-- state kept, by name (all words and copies together) (netlist names) --
register	cells
dot.div_clk	1
dot_row	8
cur2	4
row_count	3
dot.count	32
spn.div_clk	1
dot_col_buf	64
keypad_detect.keypadBuf	16
dot_col	8
spn.count	32
count	512
rnd_seq	8
signal	16
div.div_clk	1
keypad_detect.keypadRow	4
keypad_detect.keypadDelay	32
div.count	32
-- path summary, 6_finish.rpt --
check,start,end,slack (ns),cells past startpoint
setup / recovery,game_mode,score[2],6.54,6
hold / removal,dot.count[0],dot.count[0],0.48,1
setup reg to reg,keypad_detect.keypadDelay[0],keypad_detect.keypadBuf[3],10.75,8
hold reg to reg,dot.count[0],dot.count[0],0.48,1
max in group asynchronous,rst,keypad_detect.keypadBuf[7],10.57,1
min in group asynchronous,rst,keypad_detect.keypadDelay[5],2.26,1
No activity file was given, so power comes from the tool's default toggle rates.
